**flow/design.v**
```verilog
`timescale 1ns / 1ps
`default_nettype none
  module fake_pb_kbd(input  wire       read_kbsr,
			         output wire       kbsr,
			         input  wire       read_kbdr,
			         output wire [7:0] kbdr,
			         input  wire       proc_clk,
			         input  wire       reset,
			         input  wire [4:0] ZED_PB   
                     );
   wire [4:0]   zed_pb_op;
   onepulse_fsm op_u(.I(ZED_PB[4]), .O(zed_pb_op[4]), .clk(proc_clk),
					 .reset(reset));
   onepulse_fsm op_l(.I(ZED_PB[3]), .O(zed_pb_op[3]), .clk(proc_clk),
					 .reset(reset));
   onepulse_fsm op_d(.I(ZED_PB[2]), .O(zed_pb_op[2]), .clk(proc_clk),
					 .reset(reset));
   onepulse_fsm op_r(.I(ZED_PB[1]), .O(zed_pb_op[1]), .clk(proc_clk),
					 .reset(reset));
   onepulse_fsm op_c(.I(ZED_PB[0]), .O(zed_pb_op[0]), .clk(proc_clk),
					 .reset(reset));
   wire         key_pressed = zed_pb_op[4] | zed_pb_op[3] | zed_pb_op[2] |
				zed_pb_op[1] | zed_pb_op[0];
   wire         kbsr_in;
   assign kbsr_in = read_kbdr ? 1'b0 : key_pressed | kbsr;
   Nbit_reg #(1,0) kbsr_reg(.in(kbsr_in), .out(kbsr), .clk(proc_clk),
							.we(1'b1), .gwe(1'b1), .rst(reset));
   wire [7:0]   kbdr_in, kbdr_out;
   assign kbdr_in = (key_pressed == 1'b0) ? kbdr :
					(zed_pb_op[4]) ? 8'h69 :  
					(zed_pb_op[3]) ? 8'h6A :  
					(zed_pb_op[2]) ? 8'h6B :  
					(zed_pb_op[1]) ? 8'h6C :  
					(zed_pb_op[0]) ? 8'h20 :  
					8'h00;
   Nbit_reg #(8,0) kbdr_reg(.in(kbdr_in), .out(kbdr_out), .clk(proc_clk),
							.we(1'b1), .gwe(1'b1), .rst(reset));
endmodule
module onepulse_fsm(input  wire I,
				    output wire O,
				    input  wire clk,
				    input  wire reset
			        );
   wire [1:0]  state, next_state;
   Nbit_reg #(2,0) state_reg(.in(next_state), .out(state),
							 .clk(clk), .we(1'b1),
							 .gwe(1'b1), .rst(reset));
   assign next_state = (state == 2'b00 && I == 1'b1) ? 2'b01 :
					   (state == 2'b01) ? 2'b10 :
					   (state == 2'b10 && I == 1'b0) ? 2'b00 :
					   2'b00;
   assign O = (state == 2'b10 && I == 1'b0) ? 1'b1 : 1'b0;
endmodule
`timescale 1ns / 1ps
`default_nettype none
module Nbit_reg #(parameter n=1, r=0)
   (input  wire [n-1:0] in,
    output wire [n-1:0] out,
    input  wire         clk,
    input  wire         we,
    input  wire         gwe,
    input  wire         rst
    );
   reg [n-1:0] state;
   assign #(1) out = state;
   always @(posedge clk) 
     begin 
       if (gwe & rst) 
         state = r;
       else if (gwe & we) 
         state = in; 
     end
endmodule
```
**flow/config.mk**
```make
export PLATFORM = sky130hd
export DESIGN_NAME = fake_pb_kbd
export DESIGN_NICKNAME = fake_pb_kbd
export VERILOG_FILES = /design/flow/design.v
export SDC_FILE = /design/flow/constraint.sdc
export NUM_CORES = 4
export LEC_CHECK = 1
export CORE_AREA = 10 10 70 70
export DIE_AREA = 0 0 80 80
```
**flow/constraint.sdc**
```tcl
current_design fake_pb_kbd

set clk_period 1.5
set clk_io_pct 0.2

create_clock -name clk0 -period $clk_period [get_ports {proc_clk}]

set non_clock_inputs [all_inputs -no_clocks]
set_input_delay [expr $clk_period * $clk_io_pct] -clock clk0 $non_clock_inputs
set_output_delay [expr $clk_period * $clk_io_pct] -clock clk0 [all_outputs]
```
**flow/run.sh**
```bash
#!/bin/bash
# OpenROAD 26Q1-2900-gdf79404cd8, Yosys 0.63+post, stock flow scripts
make -C /OpenROAD-flow-scripts/flow DESIGN_CONFIG=/design/flow/config.mk WORK_HOME=/design/flow/orfs finish
```
==> summary.txt <==
Implementation numbers.

- The flow ran to the end, and the final reports show no timing, DRC or antenna violations.
- The delay of the slowest cell on the worst path is about 0.48 ns.
- The number of clock buffers added by TritonCTS is 3.
- The script logs the ratio of routed vias to standard cells as ~3.2.
- The synthesis stat section lists a flop and latch total of 16.
- The post-placement cell area is around 680 sq um.
- The number of different library cells used by synthesis comes to 13.
- The worst hold path terminates at op_l.state_reg.state[1].
- The cell depth of the worst min-delay path is 1.
- The worst register-to-register path depth is 3.
- The number of sinks on the clock net is 16.
- Once the clock tree was built, the resizer swapped 0 gates to a different size.
- STA puts the critical path data arrival time at approximately 1.1 ns.
- The timing report gives the clock slew at the launch and capture registers of the worst setup and hold paths as about 0.080 ns.
- In the routed design, unresolved DRC markers number 0.
- The post-route netlist has ~7.4% of its cells at a drive strength greater than 1.
- The signal on the critical path passes through clkdlybuf4s50_1.
- The synthesized area per cell is between 9 and 10 sq um.
- The via count of the first global-routing pass is 361.
- In this run the remaining antenna-violating nets after routing total 0.
- The clock skew is ~0.00050 ns.
- The overall die size recorded for this design is approximately 6400 sq um.
- Per the post-run analysis, buffers plus inverters along the critical path come to 1.
- The quantity of I/O buffers inserted on ports is 8.
- The routed layout has approximately 370 vias.
- The accumulated negative setup slack is 0 ns.
- The final worst setup slack is 0.0890 ns.
- Setup repair after global routing left no endpoint under its margin.
- The class of the worst hold path is flip-flop to flip-flop.
- The slack of the worst reg-to-reg path is about 0.52 ns.
- The async set-reset flop share out of synthesis is 0%.
- The count of max-cap constraint violations is 0.
- The routability congestion estimate from global placement is around 0.69.
- The site row count is 21.
- By count the netlist is led by sky130_fd_sc_hd__dfxtp_1, sky130_fd_sc_hd__buf_4, sky130_fd_sc_hd__nand2b_1.
- The biggest area contributor in the post-synthesis netlist is sky130_fd_sc_hd__dfxtp_1.
- The core area is 3420 sq um.
- STA classifies the critical path endpoint as an output port.
- The critical path maximum fanout is 2.
- Per the final report, max-transition violations number 0.
- The yosys synthesis chip area is between 500 and 600 sq um.
- The critical path is of the flip-flop to output port type.
- The power report puts the leakage power at ~0.00031 uW.
- The ratio of total power to cell area is 1110 nW/um^2.
- OpenROAD emitted warnings numbering 26.
- The pre-CTS setup slack is between 0.04 and 0.05 ns.
- The hold violation count in the final report is 0.
- After the first detailed-routing iteration, the DRC count stood at 10.
- The post-cts hold buffer count is 0.
- Subtracting the final worst setup slack from the clock period gives between 1 and 1.5 ns.
- The maximum frequency from static timing analysis is roughly 700 MHz.
- The synthesis log from Yosys contains 11 warnings.
- Post-CTS timing repair inserted 0 buffers for setup.
- In the finished design, the share of the clock period the worst path needs comes to 94.1%.
- The vertical die size is about 80 um.
- The wire length of the first global-routing pass is between 1.5 and 2 mm.
- Summed over its instances, the top area cell type makes up a little under three fifths of the synthesized netlist area.
- The global-route usage over all layers is 3.16%.
- The initial antenna violation count is 0.
- Per the CTS log, the root buffer master is sky130_fd_sc_hd__clkbuf_4.
- According to the floorplan report, the die width is 80 um.
- In this run, synthesis inferred 0 flip-flops with an integrated enable.
- The final global-route overflow total is 0.
- The end of the worst register-to-register path is kbsr_reg.state.
- The worst flop-to-flop path startpoint is op_u.state_reg.state[1].
- The register area share after synthesis is between 50% and 60%.
- The number of placed I/O pins is 18.
- The final setup violation count is 0.
- The main area contributors are sky130_fd_sc_hd__dfxtp_1, sky130_fd_sc_hd__buf_4, sky130_fd_sc_hd__and3b_1, sky130_fd_sc_hd__nand2b_1, sky130_fd_sc_hd__o21ai_0.
- The wire length per cell is between 8 and 9 um.
- The TritonCTS clock tree is done.
- The layout stage reports a final design area of approximately 710 sq um.
- Synthesis produced a netlist whose cell count is 58.
- The number of antenna cells inserted is 0.
- After synthesis the cells add up to slightly below 600 sq um.
- The level count of the clock H-tree is 1.
- Per the detailed-route log, wirelength across all metal layers totals slightly below 1 mm.
- Yosys stat counts slightly below 60 cells in the synthesized netlist.
- STA classifies the critical path startpoint as a flip-flop.
- The number of buffers on the longest clock path is 2.
- The number of filler instances in the final layout is approximately 390.
- Summed over all nets, the half-perimeter wirelength after detailed placement is about 780 um.
- According to the timing report, the data required time at the worst endpoint equals 1.20 ns.
- The post-synthesis to final-layout area growth is 23.3%.
- Entering global routing, the biggest net connects 17 pins.
- The worst hold path begins at op_l.state_reg.state[2].
- The top cell family by delay on the critical path is buffers and inverters.
- The worst-case vdd ir drop is slightly above 0.0008 V.
- The skew report gives the latency at the later pin of the worst-skew pair as approximately 0.28 ns.
- For this run the top cell type by instance count after synthesis was sky130_fd_sc_hd__dfxtp_1.
- On the critical path, the stage with the largest delay is an instance of sky130_fd_sc_hd__clkdlybuf4s50_1.
- The most common flop cell mapped by yosys is sky130_fd_sc_hd__dfxtp_1.
- For this run, the detailed router's first-pass iteration total came to 2.
- The core utilization before placement is 17.0%.
[routing by layer]
| layer | global-route usage [%] | wire length [um] | up-vias |
|---|---|---|---|
| met5 | 0 | 0 | - |
| met4 | 0.528 | 8 | 0 |
| met3 | 2.27 | 102 | 2 |
| met2 | 4.57 | 407 | 12 |
| met1 | 3.76 | 452 | 158 |
| li1 | - | - | 195 |
[final cells by class]
type	instances	area, sq um	share of cell area, %
multi-input cells	39	216	30.3
inverters	1	3.75	0.525
well taps	46	57.6	8.06
flip-flops and latches	16	320	44.8
repair buffers	8	80.1	11.2
clock buffers	4	36.3	5.08
[cells by family (layout without fill, tap and decap cells)]
logic type,after synthesis,count (layout),share of synthesized area [%]
AOI/OAI and AO/OA,7,7,8.42
buffers and inverters,10,13,11.9
DFF,16,16,55.3
other,1,8,0.647
and+or+nand+nor,24,24,23.8
[stage by stage]
step	hold WS [ns]	cells	power [uW]	utilization (%)
6_report	0.470	114	791	20.9
5_1_grt	0.481	114	839	20.9
4_1_cts	0.475	114	804	20.9
3_5_place_dp	0.453	110	535	19.9
3_3_place_gp	0.446	110	531	19.9
2_1_floorplan	0.378	65	516	-
[worst max path at each step]
stage	start	endpoint	slack [ns]	depth (start not counted)
4_1_cts	kbsr_reg.state	kbsr	0.07	1
6_report	kbsr_reg.state	kbsr	0.09	1
5_1_grt	kbsr_reg.state	kbsr	0.005	1
[layout by cell type (no fill, tap or decap)]
master / instances
sky130_fd_sc_hd__nor2b_1: 2
sky130_fd_sc_hd__and3b_1: 5
sky130_fd_sc_hd__clkdlybuf4s50_1: 8
sky130_fd_sc_hd__clkbuf_8: 1
sky130_fd_sc_hd__conb_1: 8
sky130_fd_sc_hd__inv_1: 1
sky130_fd_sc_hd__a311oi_1: 1
sky130_fd_sc_hd__clkbuf_4: 3
sky130_fd_sc_hd__nand2_1: 5
sky130_fd_sc_hd__nor2_1: 5
sky130_fd_sc_hd__nand2b_1: 7
sky130_fd_sc_hd__dfxtp_1: 16
sky130_fd_sc_hd__a2111oi_2: 1
sky130_fd_sc_hd__o21ai_0: 5
[power by group]
part	internal, uW	switching, uW	total, uW
combinational	36.7	28.1	64.8
clock	148	120	267
sequential	450	9.09	459
total	634	157	791
Power is estimated from default activity; no workload was simulated.
