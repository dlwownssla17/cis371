--- /design/flow/config.mk ---
export PLATFORM = sky130hd
export DESIGN_NAME = lc4_regfile
export DESIGN_NICKNAME = lc4_regfile
export VERILOG_FILES = /design/flow/design.v
export SDC_FILE = /design/flow/constraint.sdc
export NUM_CORES = 4
export LEC_CHECK = 1
export CORE_UTILIZATION = 40
--- /design/flow/constraint.sdc ---
current_design lc4_regfile

set clk_period 7.9
set clk_io_pct 0.2

create_clock -name clk0 -period $clk_period [get_ports {clk}]

set non_clock_inputs [all_inputs -no_clocks]
set_input_delay [expr $clk_period * $clk_io_pct] -clock clk0 $non_clock_inputs
set_output_delay [expr $clk_period * $clk_io_pct] -clock clk0 [all_outputs]
--- /design/flow/design.v ---
`timescale 1ns / 1ps
`default_nettype none
module Nbit_reg #(parameter n=1, r=0)
   (input  wire [n-1:0] in,
    output wire [n-1:0] out,
    input  wire         clk,
    input  wire         we,
    input  wire         gwe,
    input  wire         rst
    );
   reg [n-1:0] state;
   assign #(1) out = state;
   always @(posedge clk) 
     begin 
       if (gwe & rst) 
         state = r;
       else if (gwe & we) 
         state = in; 
     end
endmodule
`timescale 1ns / 1ps
`default_nettype none
module lc4_regfile #(parameter n = 16)
   (input  wire         clk,
    input  wire         gwe,
    input  wire         rst,
    input  wire [  2:0] i_rs,       
    output wire [n-1:0] o_rs_data,  
    input  wire [  2:0] i_rt,       
    output wire [n-1:0] o_rt_data,  
    input  wire [  2:0] i_rd,       
    input  wire [n-1:0] i_wdata,    
    input  wire         i_rd_we     
    );
   wire [n-1:0] r0v, r1v, r2v, r3v, r4v, r5v, r6v, r7v;
   Nbit_reg #(n) r0 (i_wdata, r0v, clk, (i_rd == 3'd0) & i_rd_we, gwe, rst);
   Nbit_reg #(n) r1 (i_wdata, r1v, clk, (i_rd == 3'd1) & i_rd_we, gwe, rst);
   Nbit_reg #(n) r2 (i_wdata, r2v, clk, (i_rd == 3'd2) & i_rd_we, gwe, rst);
   Nbit_reg #(n) r3 (i_wdata, r3v, clk, (i_rd == 3'd3) & i_rd_we, gwe, rst);
   Nbit_reg #(n) r4 (i_wdata, r4v, clk, (i_rd == 3'd4) & i_rd_we, gwe, rst);
   Nbit_reg #(n) r5 (i_wdata, r5v, clk, (i_rd == 3'd5) & i_rd_we, gwe, rst);
   Nbit_reg #(n) r6 (i_wdata, r6v, clk, (i_rd == 3'd6) & i_rd_we, gwe, rst);
   Nbit_reg #(n) r7 (i_wdata, r7v, clk, (i_rd == 3'd7) & i_rd_we, gwe, rst);
   Nbit_mux8to1 #(n) mux1 (i_rs, r0v, r1v, r2v, r3v, r4v, r5v, r6v, r7v, o_rs_data);
   Nbit_mux8to1 #(n) mux2 (i_rt, r0v, r1v, r2v, r3v, r4v, r5v, r6v, r7v, o_rt_data);
endmodule
module Nbit_mux8to1 #(parameter n = 16)
   (input  wire [  2:0] i_r,
    input  wire [n-1:0] r0v,
    input  wire [n-1:0] r1v,
    input  wire [n-1:0] r2v,
    input  wire [n-1:0] r3v,
    input  wire [n-1:0] r4v,
    input  wire [n-1:0] r5v,
    input  wire [n-1:0] r6v,
    input  wire [n-1:0] r7v,
    output wire [n-1:0] o_r_data
    );
    assign o_r_data = (i_r == 3'd0) ? r0v :
                      (i_r == 3'd1) ? r1v :
                      (i_r == 3'd2) ? r2v :
                      (i_r == 3'd3) ? r3v :
                      (i_r == 3'd4) ? r4v :
                      (i_r == 3'd5) ? r5v :
                      (i_r == 3'd6) ? r6v : r7v;
endmodule
--- /design/flow/run.sh ---
#!/bin/bash
# OpenROAD 26Q1-2900-gdf79404cd8, Yosys 0.63+post, stock flow scripts
make -C /OpenROAD-flow-scripts/flow DESIGN_CONFIG=/design/flow/config.mk WORK_HOME=/design/flow/orfs finish
==> impl_metrics.csv <==
group,metric,value,unit
run_status,status,"finished clean",
clock_tree,clkSlewWorstSetupHoldPaths,50,ps
pwr,vdd_ir_drop_max,0.154,mV
placement,port-buffer-count,60,
global_route,grt_pass1_wl,33.5,mm
route,routed_wl,21.5,mm
sta,timing.fmax,167,MHz
setup_path,cpMaxStageDelayCell,"clkdlybuf4s50_1",
setup_path,cp-end-kind,"output pin",
synthesis,synthTopLogicFamily,"AND-OR/OR-AND gates",
layout,drive_gt1_frac,0.126,
layout,final_core_util,0.490,
layout,synthToLayoutAreaGrowth,18.7,%
clock_tree,insertion_delay,410,ps
setup_path,crit_type,"in -> out",
synthesis,ys_sh_adder,0,
synthesis,ys.flops,128,
clock_tree,cts_tree,"done",
setup_path,path_common_cell,"clkdlybuf4s50_1",
synthesis,ys_sh_simple,0.137,
floorplan,die_width,133,µm
clock_tree,post_cts_buffers,0,
clock_tree,clock_path_buffers,2,
route,wl_per_cell,20.5,µm
synthesis,ys_sh_aoi,0.221,
floorplan,std_cell_rows,47,
route,dr.pass1.iters,5,
sta,hold_viol_final,0,
route,num_vias,6113,
pwr,totalPowerFinal,1.77,mW
floorplan,io_pins,61,
global_route,grt_overflow_total,0,
floorplan,die_height,133,µm
route,ant_nets,0,
route,drc_errors,0,
floorplan,die-area,17800,µm²
floorplan,initCoreUtil,0.413,
layout,final_cells,1047,
layout,fin_area,8190,µm²
global_route,grt_max_degree,81,
floorplan,fp.coreArea,16700,µm²
sta,rsz0062_at_grt,"false",
synthesis,ys_area,6900,µm²
sta,setup_viol,0,
synthesis,ys.warnings.count,1,
setup_path,cp-start-kind,"primary input",
synthesis,async_reset_ff_frac,0,
sta,fin_crit,5990,ps
layout,nFillCells,1517,
placement,dp_cells,1015,
setup_path,worstPathMaxFanout,15,
placement,place.gp.congestion,0.827,
flow_run,openroad.warnings,25,
synthesis,ys_seq_share,0.371,
synthesis,synthCells,797,
clock_tree,cts_hold_buffers,0,
placement,place_ws,2010,ps
synthesis,ys_types,38,
route,diodes,0,
synthesis,synth-edff-count,0,
sta,slew-limit-headroom,0.419,
global_route,grt_pass1_vias,5907,
synthesis,ys_sh_xor,0,
setup_path,required,6320,ps
clock_tree,cts_sinks,128,
synthesis,yosysCellCount,797,
clock_tree,cts_made_buffers,17,
global_route,antenna_found_initial,0,
synthesis,syn_area_per_cell,8.66,µm²
clock_tree,cts_resized,0,
pwr,p_leak,3.06,nW
setup_path,cp_cell_sequence,"clkdlybuf4s50_1 -> buf_4 -> and3b_1 -> a221oi_1 -> a2bb2oi_1 -> clkdlybuf4s50_1",
sta,fin_crit_sh,0.758,
synthesis,mux_area_frac,0.201,
setup_path,max_stage_delay,740,ps
clock_tree,root_buffer,"clkbuf_16",
placement,hpwlAfterDp,12.9,mm
sta,fin_skew,0,ps
sta,setup_tns,0,ps
synthesis,syn_area,6900,µm²
sta,drv_slew,0,
sta,holdWs,456,ps
pwr,p_per_area,217,nW/µm²
clock_tree,h-tree-depth,4,
global_route,track_usage,0.253,
sta,timing.final.ws_setup,1910,ps
synthesis,synth-main-ff-cell,"dfxtp_1",
route,drt_iter0_drc,497,
sta,worst_pin_slew,871,ps
flow_run,max_cap_violations,0,
placement,place_area,7520,µm²
hold_path,hold_path.class,"reg -> reg",
setup_path,cp.arrival,4410,ps
route,viasPerCell,5.84,
## placed cells by master, fill, tap and decap left out, types with 2 or more instances in the layout
| cell | Yosys | final |
|---|---|---|
| nand2_1 | 130 | 130 |
| dfxtp_1 | 128 | 128 |
| mux2i_1 | 97 | 97 |
| a21oi_1 | 68 | 68 |
| nor2_1 | 67 | 67 |
| clkdlybuf4s50_1 | 0 | 58 |
| o21ai_0 | 30 | 30 |
| mux2_2 | 29 | 29 |
| a22o_1 | 27 | 27 |
| a21o_1 | 26 | 26 |
| a221o_1 | 26 | 26 |
| o2bb2ai_1 | 26 | 26 |
| buf_4 | 4 | 21 |
| inv_1 | 19 | 19 |
| clkbuf_16 | 0 | 17 |
| bufinv_16 | 0 | 6 |
| clkinvlp_4 | 0 | 5 |
| mux4_2 | 4 | 4 |
| a221oi_1 | 4 | 4 |
| or2_2 | 4 | 4 |
| nor3_4 | 4 | 4 |
| o22ai_1 | 3 | 3 |
| a2bb2oi_1 | 3 | 3 |
| clkinv_2 | 0 | 3 |
| and3b_1 | 2 | 2 |
| a21bo_2 | 2 | 2 |
| nor3b_2 | 2 | 2 |
| nand3_1 | 2 | 2 |
| nor2b_1 | 2 | 2 |
| buf_2 | 25 | 2 |
## final timing paths
check | start | endpoint | slack [ps] | cells past startpoint
worst max-delay path | i_rt[1] | o_rt_data[1] | 1910 | 6
worst min-delay path | r6.state[2]$_SDFFE_PP0P_ | r6.state[2]$_SDFFE_PP0P_ | 460 | 2
worst max register to register | r4.state[1]$_SDFFE_PP0P_ | r4.state[1]$_SDFFE_PP0P_ | 7230 | 2
worst min register to register | r6.state[2]$_SDFFE_PP0P_ | r6.state[2]$_SDFFE_PP0P_ | 460 | 2
## power by group
group | switching, mW | total, mW | leakage [nW] | internal (mW)
clock | 0.291 | 0.880 | 0.311 | 0.589
sequential | 0.0167 | 0.687 | 1.04 | 0.670
combinational | 0.113 | 0.207 | 1.71 | 0.0942
## synth_stat cells, drive strengths merged, types with 4 or more instances
cell | n | area, µm²
nor2 | 67 | 251
a221oi | 4 | 35.0
mux2i | 97 | 971
clkbuf | 45 | 174
nor3 | 4 | 65.1
inv | 19 | 71.3
a221o | 26 | 260
mux2 | 29 | 327
or2 | 4 | 25.0
a21oi | 68 | 340
buf | 38 | 230
o2bb2ai | 26 | 228
o21ai | 30 | 150
nand2 | 132 | 505
a21o | 26 | 195
dfxtp | 128 | 2560
mux4 | 4 | 90.1
a22o | 27 | 236
## critical path: cells and delay by family
kind	cells	cell delay (ps)
buffers and inverters	3	1510
AOI/OAI and AO/OA	2	840
and+or+nand+nor	1	460
## sequential cells by signal, indices dropped and copies added (netlist names)
signal	cells
r6.state	16
r0.state	16
r2.state	16
r5.state	16
r7.state	16
r3.state	16
r4.state	16
r1.state	16
## kinds of logic after synthesis
| logic type | count (synthesis) |
|---|---|
| AND/OR/NAND/NOR | 220 |
| AND-OR/OR-AND | 217 |
| multiplexers | 130 |
| flip-flops | 128 |
| buffers and inverters | 102 |
## final cells by class
type | count | area, µm² | area share
multi-input combinational | 567 | 3860 | 0.472
timing repair buffer | 81 | 748 | 0.0914
clock inverter | 15 | 241 | 0.0295
inverter | 19 | 71.3 | 0.00871
tap | 220 | 275 | 0.0336
sequential | 128 | 2560 | 0.313
clock buffer | 17 | 425 | 0.0520
## routing by layer
layer,share of wire,GRT usage
met5,0,0
met4,0.024,0.0631
met3,0.088,0.0715
met2,0.45,0.377
met1,0.44,0.368
Power and IR drop assume default switching activity.
